==> flow/run.sh <==
#!/bin/bash
# OpenROAD 26Q1-2900-gdf79404cd8, Yosys 0.63+post, stock flow scripts
make -C /OpenROAD-flow-scripts/flow DESIGN_CONFIG=/design/flow/config.mk WORK_HOME=/design/flow/orfs finish
==> flow/config.mk <==
export PLATFORM = sky130hd
export DESIGN_NAME = Robo
export DESIGN_NICKNAME = Robo
export VERILOG_FILES = /design/flow/design.v
export SDC_FILE = /design/flow/constraint.sdc
export NUM_CORES = 4
export LEC_CHECK = 1
export CORE_AREA = 10 10 70 70
export DIE_AREA = 0 0 80 80
==> flow/constraint.sdc <==
current_design Robo

set clk_period 1.0
set clk_io_pct 0.2

create_clock -name clk0 -period $clk_period [get_ports {clock}]

set non_clock_inputs [all_inputs -no_clocks]
set_input_delay [expr $clk_period * $clk_io_pct] -clock clk0 $non_clock_inputs
set_output_delay [expr $clk_period * $clk_io_pct] -clock clk0 [all_outputs]
==> flow/design.v <==
module Robo (clock, reset, head, left, avancar, girar);
  input clock, reset, head, left;
  output reg avancar, girar;
  reg [1:0] EstadoAtual, EstadoFuturo;
  parameter
    ProcurandoMuro = 2'b00,
    Rotacionando = 2'b01,
    AcompanhandoMuro = 2'b10;
  always @ (negedge clock)
  begin
    if(reset)    
      EstadoAtual <= ProcurandoMuro;
    else
      EstadoAtual <= EstadoFuturo;
  end
  always @ (head or left or EstadoAtual)
  begin
    EstadoFuturo = ProcurandoMuro;
    avancar = 1'b1;
    girar = 1'b0;
    case (EstadoAtual)
      ProcurandoMuro: case ({head, left})
      2'b00:
        begin
          EstadoFuturo = ProcurandoMuro;
          avancar = 1'b1;
          girar = 1'b0;
        end
      2'b01:
        begin
          EstadoFuturo = AcompanhandoMuro;
          avancar = 1'b1;
          girar = 1'b0;
        end
      2'b10:
        begin
          EstadoFuturo = Rotacionando;
          avancar = 1'b0;
          girar = 1'b1;
        end
      2'b11:
        begin
          EstadoFuturo = Rotacionando;
          avancar = 1'b0;
          girar = 1'b1;
        end
    endcase
      Rotacionando: case ({head, left})
      2'b00:
        begin
          EstadoFuturo = Rotacionando;
          avancar = 1'b0;
          girar = 1'b1;
        end
      2'b01:
        begin
          EstadoFuturo = AcompanhandoMuro;
          avancar = 1'b1;
          girar = 1'b0;
        end
      2'b10:
        begin
          EstadoFuturo = Rotacionando;
          avancar = 1'b0;
          girar = 1'b1;
        end
      2'b11:
        begin
          EstadoFuturo = Rotacionando;
          avancar = 1'b0;
          girar = 1'b1;
        end
    endcase
      AcompanhandoMuro: case ({head, left})
      2'b00:
        begin
          EstadoFuturo = ProcurandoMuro;
          avancar = 1'b0;
          girar = 1'b1;
        end
      2'b01:
        begin
          EstadoFuturo = AcompanhandoMuro;
          avancar = 1'b1;
          girar = 1'b0;
        end
      2'b10:
        begin
          EstadoFuturo = ProcurandoMuro;
          avancar = 1'b0;
          girar = 1'b1;
        end
      2'b11:
        begin
          EstadoFuturo = Rotacionando;
          avancar = 1'b0;
          girar = 1'b1;
        end
    endcase
  endcase
  end
endmodule
==> impl_metrics.toml <==
# flow metrics
[run_status]
status = "finished with violations"
violations = "setup timing"

[critical_path]
timing.rr.end = "EstadoAtual[2]$_DFF_N_"
r2r_setup_slack_ns = 0.02
required_ns = 0.80
r2r_cells = 5
crit_fanout = 3
max_stage_delay_ns = 0.33
path_buffers = 1
end_kind = "output pin"
crit_start = "EstadoAtual[2]$_DFF_N_"
path_depth = 2
cpMaxStageDelayCell = "dfxtp_2"
critical_path.top_delay_family = "flip-flops"
path_cells = "o32ai_2, buf_2"
crit_path_start_kind = "flop"
rr_startpoint = "EstadoAtual[1]$_DFF_N_"
critical_path_class = "flop to output pin"
arrival_ns = 1.49

[placement]
gp_congestion = 0.687
io_buffers = 5
hpwl_um = 352

[power]
p_sw_frac = 0.287
switchingPower_uw = 133
pwr-share-seq = 0.301
leakagePower_uw = 0.000144
clkPwrFrac = 0.543
ir_drop_mv = 0.162
powerDensity_nw_per_um2 = 1430
p_int_uw = 330
combPwrFrac = 0.155

[drt]
drtIter0Drc = 2
routedWlPerCell_um = 6.25
vias_per_cell = 2.32
routed_wl_um = 494
drt_pass1_iterations = 2
num_vias = 183
drc_errors = 0
final_antenna_net_count = 0

[synthesis]
synthCells = 17
synth_area_um2 = 133
synth_stat.cells = 17
ys_seq_frac = 0.453
ys_sh_mux = 0
ys_chip_area_um2 = 133
xor_share = 0
yosysUniqueCellTypes = 10
syn_avg_cell_area_um2 = 7.80
yosys-top-cells-area = "dfxtp_1 45%, nor2_1 8.5%, a21oi_1 7.5%, a2bb2oi_1 6.6%, o32ai_1 6.6%"
synthAdderAreaFrac = 0
ys.warnings.count = 1
top_cell_area_share = 0.453
ys_sh_aoi = 0.302
ys_seq_elements = 3
synth.cellmix.simpleShare = 0.189
yosysTopAreaCell = "dfxtp_1"
top_logic_kind = "AND-OR/OR-AND gates"

[clocking]
numCtsBuffers = 3
insertion_delay_ns = 0.29
hold_buffers = 0
cts_root_buffer = "clkbuf_4"
cts_tree = "built"
clock_sinks = 3
clk_pin_slew_ns = 0.03
cts.htree.levels = 1
clk_path_buf_depth = 2

[sta]
slew_headroom = 0.880
setup_viol = 3
hold_viol = 0
clock_skew_ns = 0.00213
rsz0062_at_grt = "true"
timing.final.ws_setup_ns = -0.692
hold_ws_ns = 0.535
worst_pin_slew_ns = 0.180
drv_slew = 0

[global_routing]
grt.total_usage = 0.0162
grt_antenna_before_repair = 1
overflow = 0
grt_pass1_wl_um = 793
grt_start_max_net_pins = 5
grt_pass1_vias = 209

[finish]
area_growth_pct = 144
top_regs = "EstadoAtual (3)"
drive_gt1_frac = 0.625
largest_reg_flops = 3
top_register = "EstadoAtual"
final_util = 0.0949

[worst_hold_path]
hold_path.class = "flop to flop"
min_to = "EstadoAtual[2]$_DFF_N_"
hp-start = "EstadoAtual[2]$_DFF_N_"
holdPathStages = 2

[floorplan]
num_io_pins = 6
coreArea_um2 = 3420
fp_util = 0.0388
num_rows = 21
die_h_um = 80
die_width_um = 80
chip_area_um2 = 6400

[flow_run]
warnings = 31
max_cap_viol_count = 0
-- layout make-up --
class,instances,area (um^2)
Fill cell,405,3090
Multi-Input combinational cell,12,96.3
Sequential cell,3,63.8
Timing Repair Buffer,9,62.6
Tap cell,46,57.6
Clock buffer,3,22.5
Clock inverter,4,15.0
Inverter,1,3.75
Antenna cell,1,2.50
-- tightest hold or removal path, stage by stage, from the launching register on --
cell and delay [ns]:
dfxtp_2 0.35, a2bb2oi_2 0.06, nor2_1 0.08
-- cells in the final DEF (no fill, tap or decap) --
cell,instances
o32ai_2,1
nor2_2,1
a2bb2oi_2,1
inv_1,5
a21oi_1,1
dfxtp_2,3
nor2_1,2
nand2_1,2
buf_6,1
o21bai_1,1
buf_4,3
clkbuf_4,3
buf_2,4
dlygate4sd2_1,1
nand2b_4,1
a21oi_2,1
o21ai_2,1
diode_2,1
-- what timing repair did --
| action | CTS | global route |
|---|---|---|
| gates cloned | 0 | 0 |
| buffers inserted | 1 | 0 |
| resized | 22 | 4 |
| pin swaps | 4 | 5 |
| setup endpoints to repair | 5 | 4 |
| hold endpoints to repair | 0 | 0 |
-- cells by family after synthesis --
| group | Yosys count |
|---|---|
| buffers and inverters | 2 |
| DFF | 3 |
| and+or+nand+nor | 6 |
| AOI/OAI and AO/OA | 6 |
-- metal layers --
layer / part of all wire / vias up / routed length [um] / global-route usage
met3: 0.30 / 4 / 148 / 0.0273
met1: 0.33 / 79 / 161 / 0.0126
li1: - / 90 / - / -
met2: 0.35 / 10 / 172 / 0.0169
met4: 0.024 / 0 / 12 / 0.0106
met5: 0 / - / 0 / 0
-- worst max path at each step --
stage and end:
4_1_cts girar, 5_1_grt girar, 6_report avancar
-- power by group through the flow --
stage / Clock (uW) / Combinational (uW) / Sequential (uW)
CTS: 267 / 71.0 / 138
global route: 285 / 80.2 / 140
finish: 252 / 71.9 / 140
-- through the flow --
stage	setup WS (ns)	setup TNS (ns)	cell area, um^2	std cells	total power [uW]
global placement	-0.787	-3.35	270	72	227
global route	-0.760	-1.52	324	79	505
detailed placement	-0.786	-3.47	270	72	230
finish	-0.692	-1.38	324	79	463
CTS	-0.705	-1.57	325	79	476
floorplan	-0.187	-0.499	133	17	181
-- cells in the mapped netlist --
master	instances
dfxtp_1	3
nor2_1	3
a21oi_1	2
inv_1	2
nand2_1	2
a2bb2oi_1	1
nand2b_1	1
o21ai_0	1
o21bai_1	1
o32ai_1	1
Power is estimated from default activity; no workload was simulated.
